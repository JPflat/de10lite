$ cat /design/flow/config.mk
export PLATFORM = sky130hd
export DESIGN_NAME = lfsr_top
export DESIGN_NICKNAME = lfsr_top
export VERILOG_FILES = /design/flow/design.v
export SDC_FILE = /design/flow/constraint.sdc
export NUM_CORES = 4
export LEC_CHECK = 1
export CORE_UTILIZATION = 50
$ cat /design/flow/constraint.sdc
current_design lfsr_top

set clk_period 4.0
set clk_io_pct 0.2

create_clock -name clk0 -period $clk_period [get_ports {clk}]

set non_clock_inputs [all_inputs -no_clocks]
set_input_delay [expr $clk_period * $clk_io_pct] -clock clk0 $non_clock_inputs
set_output_delay [expr $clk_period * $clk_io_pct] -clock clk0 [all_outputs]
$ cat /design/flow/design.v
module gen_lfsr #(
  parameter                   GP_LFSR_SEED                  = 16'd1
)(
  input wire                  clk,
  input wire                  rst_n,
  input wire                  gen_en,                                                       
  input wire    [15:0]        rgen_lfsr,
  input wire                  rgen_en,
  output reg    [15:0]        lfsr
);
  logic                       c;
  always_ff @( posedge clk, negedge rst_n ) begin
    if(~rst_n)
                              lfsr                          <= GP_LFSR_SEED;
    else if(rgen_en)
                              lfsr                          <= rgen_lfsr;
    else if(gen_en)
                              lfsr                          <= {lfsr[14:0], c} ;
    else
                              lfsr                          <= lfsr;
  end
  assign                      c                             = lfsr[15] ^ lfsr[13] ^
                                                              lfsr[12] ^ lfsr[ 3] ;   
endmodule
module lfsr_top #(
  parameter                   GP_LFSR_SEED                  = 16'd1
)
(
  input wire                  clk,
  input wire                  rst_n,
  input wire                  gen_en,                                                      
  input wire                  rgen_trg,                                                    
  output wire   [15:0]        lfsr
);
  logic                       shk_end;
  logic         [15:0]        shk_lfsr;
  shk_lfsr	shk_lfsr_inst (
                              .clk                          ( clk ),
                              .rst_n                        ( rst_n ),
                              .s_shk                        ( rgen_trg ),
                              .curr_lfsr                    ( lfsr ),
                              .shk_end                      ( shk_end ),
                              .shk_lfsr                     ( shk_lfsr )
  );
  gen_lfsr	#(.GP_LFSR_SEED(GP_LFSR_SEED))
    gen_lfsr_inst (
                              .clk                          ( clk ),
                              .rst_n                        ( rst_n ),
                              .gen_en                       ( gen_en ),
                              .rgen_lfsr                    ( shk_lfsr ),
                              .rgen_en                      ( shk_end ),
                              .lfsr                         ( lfsr )
  );
endmodule
module shk_lfsr(
  input wire                  clk,
  input wire                  rst_n,
  input wire                  s_shk,                                                       
  input wire    [15:0]        curr_lfsr,
  output reg                  shk_end,
  output reg    [15:0]        shk_lfsr
);
  localparam                  LP_RAM_DATA_RESERVED          = 26'd0;
  logic                       lt_trg;
  logic         [15:0]        shk_timer;
  logic                       not_allzero;
  always_ff @( posedge clk, negedge rst_n ) begin
    if(~rst_n)
                              lt_trg                        <= 1'b0;
    else  if(not_allzero)
                              lt_trg                        <= 1'b0;
    else  if(s_shk)
                              lt_trg                        <= 1'b1;
  end
  always_ff @( posedge clk, negedge rst_n ) begin
    if(~rst_n)
                              shk_timer                     <= 16'd0;
    else
                              shk_timer                     <= shk_timer + 16'd1;
  end
  always_ff @( posedge clk, negedge rst_n ) begin
    if(~rst_n)
                              shk_lfsr                      <= 16'd0;
    else if(not_allzero)
                              shk_lfsr                      <= curr_lfsr ^ shk_timer;
    else
                              shk_lfsr                      <= shk_lfsr;
  end
  always_ff @( posedge clk, negedge rst_n ) begin
    if(~rst_n)
                              shk_end                       <= 1'b0;
    else if(s_shk && not_allzero)
                              shk_end                       <= 1'b1;
    else
                              shk_end                       <= 1'b0;
  end
  assign                      not_allzero                   = |(shk_lfsr ^ shk_timer);
endmodule
$ cat /design/flow/run.sh
#!/bin/bash
# OpenROAD 26Q1-2900-gdf79404cd8, Yosys 0.63+post, stock flow scripts
make -C /OpenROAD-flow-scripts/flow DESIGN_CONFIG=/design/flow/config.mk WORK_HOME=/design/flow/orfs finish
==> tab_implementation.tex <==
% Yosys + OpenROAD metrics
\begin{tabular}{lr}
\hline
Metric & Value \\
\hline
\multicolumn{2}{l}{\textbf{Floorplan}} \\
Placeable core region & 4720 um2 \\
Std-Cell Rows & 25 \\
Vertical die dimension & 72.2 um \\
Fraction of the core area occupied by cells at floorplan & 52.2\% \\
Floorplan die area & 5210 um2 \\
I/O pin count & 20 \\
X dimension of the die & 72.2 um \\
\multicolumn{2}{l}{\textbf{Placed design}} \\
Routability congestion estimate from global placement & 0.780 \\
Pre-CTS worst setup slack & 1.96 ns \\
Estimated wirelength of the detail-placed design & 2.96 mm \\
Count of input and output buffers & 19 \\
\multicolumn{2}{l}{\textbf{Min path}} \\
Worst Hold Endpoint & gen\_lfsr\_inst.lfsr[4] \\
Startpoint of the most critical hold path & shk\_lfsr\_inst.shk\_lfsr[4] \\
Class of the most critical hold timing path & reg -> reg \\
Worst Hold Path Cells & 2 \\
\multicolumn{2}{l}{\textbf{CTS}} \\
CTS tree & yes \\
Count of hold-fix buffers inserted at cts & 0 \\
Number of clock sinks & 49 \\
Post-CTS sizing & 0 \\
Number of H-tree branching levels & 2 \\
Total CTS buffers & 5 \\
Clock buffer depth & 2 \\
Clk Tree Root Cell & sky130\_fd\_sc\_hd\_\_clkbuf\_8 \\
Clock transition time at the flip-flop clock pins of the worst setup and hold paths & 0.08 ns \\
Clk Latency, worst-skew pair & 0.29 ns \\
Post-CTS Setup Inserts & 0 \\
\multicolumn{2}{l}{\textbf{Routing}} \\
Detailed-router iteration count before antenna repair & 4 \\
Remaining antenna violation count after routing & 0 \\
Via density & 5.12 \\
Vias after detailed routing & 1485 \\
Count of inserted antenna diode cells & 0 \\
Final routed wirelength across all metal layers & 4.43 mm \\
Routed wire per std cell & 15.3 um \\
Post-route DRC & 0 \\
Number of violations reported at the end of detailed-routing iteration 0 & 69 \\
\multicolumn{2}{l}{\textbf{Timing}} \\
Slew of the pin with the lowest slew margin & 0.618 ns \\
Count of final hold-check violations & 0 \\
Count of final max-slew check failures & 0 \\
Worst slew slack as a fraction of its limit & 58.8\% \\
Setup-violating endpoint count in the final report & 0 \\
TNS Setup & 0 ns \\
Final Worst Setup Slack & 1.85 ns \\
Final worst clock skew & 0.00264 ns \\
RSZ-0062 raised after global routing & no \\
Time the final worst path needs with I/O delays and setup & 2.15 ns \\
Post-route clock period utilization & 53.7\% \\
Achievable Freq & 0.466 GHz \\
\multicolumn{2}{l}{\textbf{Setup path}} \\
Endpoint arrival time on the critical path & 1.35 ns \\
CP delay by family, top & flip-flops \\
Worst stage delay on the critical path & 0.58 ns \\
Kind of launch point of the worst setup path & flip-flop \\
Req. time, crit path & 3.20 ns \\
Number of buffer and inverter stages on the critical path & 1 \\
Ordered cell list for the critical path & clkdlybuf4s50\_1 \\
R2r startpoint & shk\_lfsr\_inst.shk\_timer[0] \\
Number of cell instances on the worst register-to-register path & 4 \\
Worst setup EP type & primary output \\
Type of the setup path with the least slack & reg -> out \\
Maximum fanout encountered on the critical timing path & 4 \\
Critical R2R Capture & shk\_lfsr\_inst.shk\_lfsr[5] \\
Slowest-stage cell, CP & sky130\_fd\_sc\_hd\_\_dfstp\_2 \\
FF-to-FF setup slack & 1.97 ns \\
\multicolumn{2}{l}{\textbf{Synthesis}} \\
Fraction of the yosys area taken by sequential cells & 49.8\% \\
Number of synthesized flops with an enable pin & 0 \\
Total cell area reported by yosys after synthesis & 2460 um2 \\
Synth Flop Type & sky130\_fd\_sc\_hd\_\_dfrtp\_1 \\
Number of flip-flops and latches in the synthesized netlist & 49 \\
Cells in synth\_stat.txt & 208 \\
Post-synth cell types & 22 \\
Fraction of synthesis flops using an asynchronous set or reset pin & 100\% \\
Average cell area after synthesis & 11.8 um2 \\
Cell Area, Synth & 2460 um2 \\
Count of warnings emitted by yosys & 2 \\
Gate count of the mapped netlist & 208 \\
\multicolumn{2}{l}{\textbf{Layout}} \\
Layout filler cell count & 404 \\
Fraction of final layout cells sized beyond drive strength 1 & 13.9\% \\
Flop area & 1230 um2 \\
Signed area change from the synthesized netlist to the final layout & 11.6\% \\
Logic area & 1140 um2 \\
\multicolumn{2}{l}{\textbf{Global routing}} \\
GRT Resource Usage Total & 20.4\% \\
Initial antenna violation count & 0 \\
Remaining global-route overflow & 0 \\
Pin count of the biggest net entering global routing & 50 \\
Wire length of the first global-routing pass & 7.95 mm \\
Vias in the first global route & 1544 \\
\multicolumn{2}{l}{\textbf{Outcome}} \\
Run status & complete, no violations \\
\multicolumn{2}{l}{\textbf{Power}} \\
Power density cells & 507 nW/um2 \\
VDD IR-drop max & 0.238 mV \\
Static Leakage & 1.38 nW \\
\multicolumn{2}{l}{\textbf{Job}} \\
Count of maximum capacitance violations & 0 \\
Number of logged tool warnings & 25 \\
\hline
\end{tabular}
power breakdown:
group          switching, mW  total [mW]  internal, mW  leakage (nW)
combinational          0.137       0.383         0.247         0.711
clock                  0.152       0.277         0.125        0.0395
sequential             0.128       0.734         0.606         0.631
state kept, by name (all words and copies together), names as in the netlist:
| register | flops |
|---|---|
| gen_lfsr_inst.lfsr | 16 |
| shk_lfsr_inst.shk_timer | 16 |
| shk_lfsr_inst.shk_lfsr | 16 |
| shk_lfsr_inst.shk_end | 1 |
metal layers:
layer  global-route usage, %  routed length, um  share of wire, %  vias to the layer above
li1                        -                  -                 -                      721
met1                    33.8               2190                49                      743
met2                    31.3               2090                47                       14
met3                    2.82                 92               2.1                        7
met4                    2.18                 60               1.4                        0
met5                       0                  0                 0                        -
cell type report:
type / instances / area share, %
Sequential cell: 49 / 44.6
Multi-Input combinational cell: 142 / 41.6
Timing Repair Buffer: 22 / 7.55
Tap cell: 67 / 3.05
Clock buffer: 8 / 2.91
Inverter: 2 / 0.273
cells by family (layout without fill, tap and decap cells):
logic type      Yosys count  in the layout  share of synthesized area [%]
xor+xnor                 49             49                           17.4
flops                    49             49                           49.8
simple gates             44             44                           10.1
mux                      32             32                           15.2
buf+inv                  17             32                           3.76
compound gates           16             16                           3.25
fa+ha+maj                 1              1                          0.508
cell usage after synthesis, types with 3 or more instances:
cell / instances / area (um2)
sky130_fd_sc_hd__nor3_1: 3 / 15.0
sky130_fd_sc_hd__mux2_4: 9 / 135
sky130_fd_sc_hd__nor4_2: 4 / 50.1
sky130_fd_sc_hd__nand2_1: 21 / 78.8
sky130_fd_sc_hd__buf_2: 5 / 25.0
sky130_fd_sc_hd__nand4_1: 3 / 18.8
sky130_fd_sc_hd__clkbuf_1: 7 / 26.3
sky130_fd_sc_hd__mux2_2: 7 / 78.8
sky130_fd_sc_hd__buf_6: 3 / 33.8
sky130_fd_sc_hd__mux2i_1: 16 / 160
sky130_fd_sc_hd__nand3_1: 5 / 25.0
sky130_fd_sc_hd__dfrtp_1: 48 / 1200
sky130_fd_sc_hd__xor2_1: 39 / 342
sky130_fd_sc_hd__o21ai_0: 16 / 80.1
sky130_fd_sc_hd__nor2_1: 4 / 15.0
sky130_fd_sc_hd__xnor2_1: 10 / 87.6
cells in the final DEF (no fill, tap or decap), drive strengths merged:
cell type and n:
and2 1, and4 2, buf 4, clkbuf 8, clkdlybuf4s50 18, dfrtp 48
dfstp 1, ha 1, inv 2, mux2 16, mux2i 16, nand2 21
nand3 5, nand4 4, nor2 4, nor3 3, nor4 4, o21ai 16
xnor2 10, xor2 39
worst max-delay path by stage:
stage / startpoint / to / slack (ns) / cells after the start
CTS: gen_lfsr_inst.lfsr[0] / lfsr[0] / 1.83 / 1
global route: gen_lfsr_inst.lfsr[0] / lfsr[0] / 1.79 / 1
finish: gen_lfsr_inst.lfsr[0] / lfsr[0] / 1.85 / 1
per-stage QoR:
stage               instance area (um2)  total power [mW]  utilization [%]  hold WS (ns)  cells
finish                             2750              1.39             58.2         0.542    290
global route                       2750              1.49             58.2         0.569    290
CTS                                2750              1.42             58.2         0.540    290
detailed placement                 2670              1.13             56.5         0.518    282
global placement                   2670              1.13             56.5         0.512    282
floorplan                          2460             0.946                -         0.457    208
Power and IR drop assume default switching activity.
