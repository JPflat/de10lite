### flow/run.sh
#!/bin/bash
# OpenROAD 26Q1-2900-gdf79404cd8, Yosys 0.63+post, stock flow scripts
make -C /OpenROAD-flow-scripts/flow DESIGN_CONFIG=/design/flow/config.mk WORK_HOME=/design/flow/orfs finish
### flow/constraint.sdc
current_design lfgm_ctrl

set clk_period 4.3
set clk_io_pct 0.2

create_clock -name clk0 -period $clk_period [get_ports {clk}]

set non_clock_inputs [all_inputs -no_clocks]
set_input_delay [expr $clk_period * $clk_io_pct] -clock clk0 $non_clock_inputs
set_output_delay [expr $clk_period * $clk_io_pct] -clock clk0 [all_outputs]
### flow/design.v
module lfgm_ctrl (
  input wire                  clk,
  input wire                  rst_n,
  input wire                  start_trg,
  input wire                  rgen_trg,
  output reg    [4:0]         state_cnt,
  output reg    [23:0]        gnrt_cnt,
  output reg                  rgen_en,
  output reg    [5:0]         adr,
  output reg                  wr_en,
  output reg                  rd_en,
  output reg                  wcf,                                                         
  output reg                  ram_face                                                     
);
  localparam                  LP_WAIT                       = 5'd17;
  localparam                  LP_PRE_READ_1                 = 5'd0;
  localparam                  LP_READ                       = 5'd1;
  localparam                  LP_SHIFTIN_AND_START_JDG      = 5'd5;
  localparam                  LP_CHK_UPPERLEFT              = 5'd6;
  localparam                  LP_CHK_UPPER                  = 5'd7;
  localparam                  LP_CHK_UPPERRIGHT             = 5'd8;
  localparam                  LP_CHK_LEFT                   = 5'd9;
  localparam                  LP_CHK_RIGHT                  = 5'd10;
  localparam                  LP_CHK_LOWERLEFT              = 5'd11;
  localparam                  LP_CHK_LOWER                  = 5'd12;
  localparam                  LP_CHK_LOWERRIGHT             = 5'd13;
  localparam                  LP_JDG_LIFE_OR_DEATH          = 5'd14;
  localparam                  LP_DLT                        = 5'd15;                       
  localparam                  LP_WRITE                      = 5'd16;
  logic         [1:0]         trg_sft;
  logic         [6:0]         trg_cnt;
  logic                       start_next_gen;
  logic         [5:0]         wr_adr;
  logic         [5:0]         rd_adr;
  logic                       lt_rgen_trg;
  always_ff @( posedge clk, negedge rst_n ) begin
    if(~rst_n)
                              trg_sft                       <= 2'b00;
    else
                              trg_sft                       <= {trg_sft[0], start_trg};
  end
  always_ff @( posedge clk, negedge rst_n ) begin
    if(~rst_n)
                              trg_cnt                       <= 7'd0;
    else if(trg_sft[1] && ~trg_sft[0])
     if(trg_cnt == 7'd5)
                              trg_cnt                       <= 7'd0;
      else
                              trg_cnt                       <= trg_cnt + 7'd1;
    else
                              trg_cnt                       <= trg_cnt;
  end
  always_ff @( posedge clk, negedge rst_n ) begin
    if(~rst_n)
                              gnrt_cnt                      <= 24'd0;
    else if(trg_sft[1] && ~trg_sft[0])
     if(trg_cnt == 7'd5)
                              gnrt_cnt                       <= gnrt_cnt + 24'd1;
    else
                              gnrt_cnt                       <= gnrt_cnt;
  end
  always_ff @( posedge clk, negedge rst_n ) begin
    if(~rst_n)
                              start_next_gen                <= 1'b0;
    else if(trg_sft[1] && ~trg_sft[0])
     if(trg_cnt == 7'd5)
                              start_next_gen                <= 1'b1;
      else
                              start_next_gen                <= 1'b0;
    else
                              start_next_gen                <= 1'b0;
  end
  always_ff @( posedge clk, negedge rst_n ) begin
    if(~rst_n)
                              state_cnt                     <= LP_WAIT;
    else if(start_next_gen)
                              state_cnt                     <= LP_PRE_READ_1;
    else if(state_cnt == LP_WAIT)
      if(wr_adr >= 6'd62)
                              state_cnt                     <= LP_WAIT;
      else
                              state_cnt                     <= LP_READ;
    else
                              state_cnt                     <= state_cnt + 4'd1;
  end
  always_ff @( posedge clk, negedge rst_n ) begin
    if(~rst_n)
                              lt_rgen_trg                   <= 1'b0;
    else if(rgen_trg)
                              lt_rgen_trg                   <= 1'b1;
    else if(start_next_gen)
                              lt_rgen_trg                   <= 1'b0;
    else
                              lt_rgen_trg                   <= lt_rgen_trg;
  end
  always_ff @( posedge clk, negedge rst_n ) begin
    if(~rst_n)
                              rgen_en                       <= 1'b0;
    else if(start_next_gen)
      if(lt_rgen_trg)
                              rgen_en                       <= 1'b1;
      else
                              rgen_en                       <= 1'b0;
    else
                              rgen_en                       <= rgen_en;
  end
  always_ff @( posedge clk, negedge rst_n ) begin
    if(~rst_n)
                              wr_adr                       <= 6'd63;
    else if(start_next_gen)
                              wr_adr                       <= 6'd0;
    else if(wr_adr >= 6'd62)
                              wr_adr                       <= wr_adr;
    else if(wr_en)
                              wr_adr                       <= wr_adr + 6'd1;
    else
                              wr_adr                       <= wr_adr;
  end
  always_ff @( posedge clk, negedge rst_n ) begin
    if(~rst_n)
                              rd_adr                        <= 6'd63;
    else if(start_next_gen)
                              rd_adr                        <= 6'd0;
    else if(rd_adr >= 6'd62)
                              rd_adr                        <= rd_adr;
    else if(rd_en)
                              rd_adr                        <= rd_adr + 6'd1;
    else
                              rd_adr                        <= rd_adr;
  end
  always_comb begin
    if(state_cnt == LP_WRITE)
                              adr                           = wr_adr;
    else
                              adr                           = rd_adr;
  end
  always_comb begin
    if(state_cnt == LP_WRITE)
                              wr_en                         <= 1'b1;
    else
                              wr_en                         <= 1'b0;
  end
  always_comb begin
    if((state_cnt == LP_PRE_READ_1) || (state_cnt == LP_READ))
                              rd_en                         <= 1'b1;
    else
                              rd_en                         <= 1'b0;
  end
  always_ff @( posedge clk, negedge rst_n ) begin
    if(~rst_n)
                              wcf                           <= 1'b0;
    else if(start_next_gen)
                              wcf                           <= 1'b0;
    else if((state_cnt == LP_WRITE) && (wr_adr == 6'd60))
                              wcf                           <= 1'b0;
    else if((state_cnt == LP_WRITE) && (wr_adr == 6'd0))
                              wcf                           <= 1'b1;
    else
                              wcf                           <= wcf;
  end
  always_ff @( posedge clk, negedge rst_n ) begin
    if(~rst_n)
                              ram_face                      <= 1'b0;
    else if(start_next_gen)
                              ram_face                      <= ~ram_face;
    else
                              ram_face                      <= ram_face;
  end
endmodule
### flow/config.mk
export PLATFORM = sky130hd
export DESIGN_NAME = lfgm_ctrl
export DESIGN_NICKNAME = lfgm_ctrl
export VERILOG_FILES = /design/flow/design.v
export SDC_FILE = /design/flow/constraint.sdc
export NUM_CORES = 4
export LEC_CHECK = 1
export CORE_UTILIZATION = 40
==> run notes <==
The run gives 41 as the number of unique standard cell types used by synthesis. The share of the cycle needed by the critical path after routing came out at 0.714. The H-tree was split into 2 levels. The total inserted antenna cells was 0.

The average cell area after synthesis is 10.9 um2. The share of final-layout standard cells stronger than drive strength 1 came out at 0.143. Data on the critical path is required at its endpoint by 3440 ps. After layout, the minimum clock period comes to 3070 ps. Buffers inserted during clock tree synthesis total 5.

With the number of buffers on the longest clock path at 2, the post-route standard cell area excluding fillers is 3380 um2. Number of warnings in the stage logs: 31. Per the CTS log, the root buffer master is clkbuf_8. The clock net in this run drives a total of 55 sinks. The top-area cell type share of the netlist area is 0.372, and the initial core utilization is 0.425. The synthesis run shows the most used standard cells to be 41 x dfrtp_1, 22 x nor2_1, 18 x xor2_1.

The synth_stat.txt file lists the number of cells as 254. According to the hold report, the worst path is of the reg2reg type. The clock latency at the later pin of the worst-skew pair is 310 ps. With the number of hold-slack violations in the final timing report at 0, the violation count after the first detailed-route iteration is 81. The total vias in the final route came out at 1948.

The capturing element type of the critical path is an output port. TritonCTS built the clock tree. In the final report, the number of endpoints failing setup comes to 0. The startpoint of the most critical setup path is state_cnt[0]. The post-route worst hold slack came out at 451 ps. The count of port buffers added during placement works out to 43. The multi-input combinational cells in the finished layout cover a total of 1290 um2. The run gives 10.7 ps for the maximum clock skew at final layout. The number of warnings printed during yosys synthesis came out at 1.

The final max-slew violation count recorded for this run is 0. The number of global-route vias before repair is 1901, and the power per unit of standard cell area is 452 nW/um2. The flow measured a signed area growth from synthesis to layout of 22.5%. The run finished with clean final reports. The type of origin of the critical path was a flop.

For this run, the chip area from Yosys synthesis comes to 2760 um2. The synthesized design contains 0 enable-type register cells. For this design, the CTS-stage hold fixing added 0 buffers. With the mean number of vias per cell at 5.15, the floorplan core area is 6490 um2. Sorting the synthesis cell report by count puts at the top dfrtp_1. Cell taking the most area after synthesis: dfrtp_1.

The first global-routing pass estimated 9220 um of wire. The filler cells instantiated in the layout total 566. For this run, the top clock speed supported by timing is 0.326 GHz. Setup repair after global routing left no endpoint under its margin. According to the floorplan report, the total die area is 7230 um2.

The transition time of the tightest slew-check pin works out to 727 ps. The total grt overflow was 0. The placement summary gives the final routability congestion estimate as 0.869.

In this run the core area contains 29 standard-cell rows. The register area is 1390 um2, and the count of cells resized by post-cts repair is 0. The run gives 0.162 for the overall fraction of global-route tracks in use. The run gives 0.515 for the relative slew slack. The smallest setup slack after layout came out at 1230 ps.

The synthesis-stage register bit count was 55. The die is 85.0 um wide. In this run the vertical extent of the chip is 85.0 um. The sequential cell area fraction in the yosys report was 0.505. The data arrival time of the critical path is 2210 ps, and the peak ir drop on the vdd network is 0.000230 V. For the post-placement setup slack, the log shows 1570 ps. Per the detailed-route log, wirelength across all metal layers totals 5170 um. In this run the cell area of the synthesized design comes to 2760 um2. The detail-routed net length per standard cell is 13.7 um, and the pin count of the biggest net entering global routing is 56.

The registers of the reported paths see a clock transition of 100 ps. After routing, the total negative slack on setup checks comes to 0 ps. Looking at the post-CTS report, the setup buffer insertion count equals 0. The run gives 4 as the first-pass iteration count of the detailed router. The logs give 3260 um2 for the post-detailed-placement cell area and 1.48 nW for the leakage power. The launch instance of the worst min-delay path is trg_sft[0]. Sorting the synthesized cells by area gives the leading types as dfrtp_1 37%, dfstp_2 13%, xor2_1 5.7%.

The run gives 0 as the number of maximum-capacitance constraint violations. The routed layout reports a DRC error count of 0. The count of nets left with antenna violations after detail routing is 0, and the number of antenna violations at the first check in global routing is 0.

The critical setup path kind is reg2out. Per the timing report, the biggest fanout along the worst path comes to 15. The run gives 1.00 for the share of flip-flops with an asynchronous set or reset.

The cell count after synthesis came out at 254. In this run the count of I/O pins placed on the die edge is 44. The wire-length estimate of the detail-placed layout is 3600 um.

Per the synth stats, the flop cell with the highest instance count is dfrtp_1. The source of the worst register-to-register timing path was trg_cnt[1].
## cells by family (layout without fill, tap and decap cells)
logic type	after synthesis	count (layout)	share of synthesized area
fa+ha+maj	11	11	0.0499
mux	9	9	0.0363
compound gates	28	28	0.0640
flops	55	55	0.505
simple gates	99	99	0.209
xor+xnor	34	34	0.108
buf+inv	18	65	0.0272
## registers in the layout, summed over array words and instances (netlist names)
| register | count |
|---|---|
| gnrt_cnt | 24 |
| lt_rgen_trg | 1 |
| ram_face | 1 |
| rd_adr | 6 |
| rgen_en | 1 |
| start_next_gen | 1 |
| state_cnt | 5 |
| trg_cnt | 7 |
| trg_sft | 2 |
| wcf | 1 |
| wr_adr | 6 |
## final cells by class
class	count	share of cell area
flip-flops and latches	55	0.413
multi-input cells	181	0.381
clock inverters	2	0.0104
repair buffers	44	0.128
well taps	77	0.0285
inverters	13	0.0144
clock buffers	6	0.0244
## worst paths after layout
path                                endpoint  slack, ps  depth (start not counted)
worst min-delay path              trg_sft[1]        450                          0
max in group asynchronous         trg_cnt[1]       3160                          2
worst max register to register  gnrt_cnt[15]       2350                          6
min in group asynchronous         trg_cnt[2]        670                          2
worst max-delay path                  adr[1]       1230                          5
worst min register to register    trg_sft[1]        450                          0
## metal layers
metal,global-route usage,vias to the layer above,part of all wire
li1,-,970,-
met1,0.266,939,0.52
met2,0.243,29,0.43
met3,0.0247,10,0.030
met4,0.0262,0,0.019
met5,0,-,0
## per-stage QoR
| step | std cells | utilization | power, mW |
|---|---|---|---|
| 2_1_floorplan | 254 | - | 0.964 |
| 3_3_place_gp | 370 | 0.502 | 1.18 |
| 3_5_place_dp | 370 | 0.502 | 1.18 |
| 4_1_cts | 378 | 0.520 | 1.55 |
| 5_1_grt | 378 | 0.520 | 1.65 |
| 6_report | 378 | 0.520 | 1.53 |
## cells in the final DEF (no fill, tap or decap), types with 2 or more instances in the layout
cell type	Yosys	final
nor2_1	22	22
mux2_2	8	8
nand3_2	2	2
or3_1	2	2
and2_1	4	4
xnor2_1	16	16
dfrtp_1	41	41
o211ai_1	3	3
nor2b_1	4	4
a21o_1	2	2
o21ai_0	10	10
and4bb_2	2	2
and4_1	2	2
a22o_1	2	2
nor4_1	4	4
xor2_1	18	18
nor3_1	8	8
a21oi_1	6	6
nand2b_1	3	3
dfstp_2	14	14
clkbuf_8	0	6
nand2_1	13	13
nand3_1	14	14
ha_1	11	11
clkdlybuf4s50_1	0	42
and3_1	7	7
nand4_1	5	5
nor4_4	2	2
inv_1	13	13
## power by group
group	switching, mW	internal, mW
clock	0.168	0.189
combinational	0.164	0.257
sequential	0.113	0.636
## critical path: stages, from the launching register on
cell and delay, ps:
dfstp_2 590, inv_1 50, ha_1 200, and4bb_2 350, mux2_2 260, clkdlybuf4s50_1 460
Power is estimated from default activity; no workload was simulated.
