`design/flow/design.v`:
```
module vram_pts_inf (
  input wire                  clk,
  input wire                  rst_n,
  input wire    [12:0]        adr,
  input wire                  adr_en,
  input wire    [107:0]       rd_dt,
  output reg    [5:0]         rd_adr,
  output reg                  rd_en,
  output wire                 pts_rd_dt
);
  localparam                  LP_MODULE_NUM                 = 60;
  logic         [3:0]         sft_en;
  logic         [12:0]        sft_adr;
  logic         [59:0]        adr_rng_chk;
  logic        [5:0]          rd_adr_r;
  logic        [5:0]          rd_adr_lt;
  logic         [1:0]         sft_rd_en;
  logic         [79:0]        lt_rd_dt;
  always_ff @( posedge clk, negedge rst_n ) begin
    if(~rst_n)
                              sft_adr                       <= 12'd0;
    else
                              sft_adr                       <= adr;
  end
  always_ff @( posedge clk, negedge rst_n ) begin
    if(~rst_n)
                              sft_en                        <= 1'b0;
    else
                              sft_en                        <= {sft_en[2:0], adr_en};
  end
  genvar i;
  generate
  for(i = 0; i < LP_MODULE_NUM; i = i + 1) begin: a
    assign                    adr_rng_chk[59-i]             = (sft_adr >= i*80) && (sft_adr <= ((i+1)*80)-1);
  end
  endgenerate
  always_ff @( posedge clk, negedge rst_n ) begin
    if(~rst_n)
                              rd_adr_r                        <= 6'd1;
    else if(sft_en[0] || (~sft_en[0] & &sft_en[3:1]))
      case(adr_rng_chk)
        60'h000000000000001:  rd_adr_r                        <= 6'd60;                           
        60'h000000000000002:  rd_adr_r                        <= 6'd59;
        60'h000000000000004:  rd_adr_r                        <= 6'd58;
        60'h000000000000008:  rd_adr_r                        <= 6'd57;
        60'h000000000000010:  rd_adr_r                        <= 6'd56;                            
        60'h000000000000020:  rd_adr_r                        <= 6'd55;
        60'h000000000000040:  rd_adr_r                        <= 6'd54;
        60'h000000000000080:  rd_adr_r                        <= 6'd53;        
        60'h000000000000100:  rd_adr_r                        <= 6'd52;  
        60'h000000000000200:  rd_adr_r                        <= 6'd51;
        60'h000000000000400:  rd_adr_r                        <= 6'd50;
        60'h000000000000800:  rd_adr_r                        <= 6'd49;
        60'h000000000001000:  rd_adr_r                        <= 6'd48;
        60'h000000000002000:  rd_adr_r                        <= 6'd47;
        60'h000000000004000:  rd_adr_r                        <= 6'd46;
        60'h000000000008000:  rd_adr_r                        <= 6'd45;
        60'h000000000010000:  rd_adr_r                        <= 6'd44;
        60'h000000000020000:  rd_adr_r                        <= 6'd43;
        60'h000000000040000:  rd_adr_r                        <= 6'd42;
        60'h000000000080000:  rd_adr_r                        <= 6'd41;
        60'h000000000100000:  rd_adr_r                        <= 6'd40;
        60'h000000000200000:  rd_adr_r                        <= 6'd39;
        60'h000000000400000:  rd_adr_r                        <= 6'd38;
        60'h000000000800000:  rd_adr_r                        <= 6'd37;
        60'h000000001000000:  rd_adr_r                        <= 6'd36;
        60'h000000002000000:  rd_adr_r                        <= 6'd35;
        60'h000000004000000:  rd_adr_r                        <= 6'd34;
        60'h000000008000000:  rd_adr_r                        <= 6'd33;
        60'h000000010000000:  rd_adr_r                        <= 6'd32;
        60'h000000020000000:  rd_adr_r                        <= 6'd31;
        60'h000000040000000:  rd_adr_r                        <= 6'd30;
        60'h000000080000000:  rd_adr_r                        <= 6'd29;
        60'h000000100000000:  rd_adr_r                        <= 6'd28;
        60'h000000200000000:  rd_adr_r                        <= 6'd27;
        60'h000000400000000:  rd_adr_r                        <= 6'd26;
        60'h000000800000000:  rd_adr_r                        <= 6'd25;
        60'h000001000000000:  rd_adr_r                        <= 6'd24;
        60'h000002000000000:  rd_adr_r                        <= 6'd23;
        60'h000004000000000:  rd_adr_r                        <= 6'd22;
        60'h000008000000000:  rd_adr_r                        <= 6'd21;
        60'h000010000000000:  rd_adr_r                        <= 6'd20;
        60'h000020000000000:  rd_adr_r                        <= 6'd19;
        60'h000040000000000:  rd_adr_r                        <= 6'd18;
        60'h000080000000000:  rd_adr_r                        <= 6'd17;
        60'h000100000000000:  rd_adr_r                        <= 6'd16;
        60'h000200000000000:  rd_adr_r                        <= 6'd15;
        60'h000400000000000:  rd_adr_r                        <= 6'd14;
        60'h000800000000000:  rd_adr_r                        <= 6'd13;
        60'h001000000000000:  rd_adr_r                        <= 6'd12;
        60'h002000000000000:  rd_adr_r                        <= 6'd11;
        60'h004000000000000:  rd_adr_r                        <= 6'd10;
        60'h008000000000000:  rd_adr_r                        <= 6'd9;       
        60'h010000000000000:  rd_adr_r                        <= 6'd8;
        60'h020000000000000:  rd_adr_r                        <= 6'd7;
        60'h040000000000000:  rd_adr_r                        <= 6'd6;
        60'h080000000000000:  rd_adr_r                        <= 6'd5; 
        60'h100000000000000:  rd_adr_r                        <= 6'd4;
        60'h200000000000000:  rd_adr_r                        <= 6'd3;
        60'h400000000000000:  rd_adr_r                        <= 6'd2;
        60'h800000000000000:  rd_adr_r                        <= 6'd1;                                          
        default            :  rd_adr_r                        <= 6'd63;
      endcase
    else
                              rd_adr_r                        <= rd_adr_r;
  end
  always_ff @( posedge clk, negedge rst_n ) begin
    if(~rst_n)
                              rd_adr_lt                     <= 6'd1;
    else
                              rd_adr_lt                     <= rd_adr_r;
  end
  assign        rd_en                                       = rd_adr_r != rd_adr_lt;
  assign        rd_adr                                      = rd_adr_r;
  assign        pts_rd_dt                                   = lt_rd_dt[79];
  always_ff @( posedge clk, negedge rst_n ) begin
    if(~rst_n)
                              sft_rd_en                     <= 2'b00;
    else
                              sft_rd_en                     <= {sft_rd_en[0], rd_en};
  end
  always_ff @( posedge clk, negedge rst_n ) begin
    if(~rst_n)
                              lt_rd_dt                      <= 80'd0;
    else if(sft_rd_en[1])
                              lt_rd_dt                      <= rd_dt[80:1];
    else
                              lt_rd_dt                      <= {lt_rd_dt[78:0], 1'b0};
  end
endmodule
```
`design/flow/run.sh`:
```
#!/bin/bash
# OpenROAD 26Q1-2900-gdf79404cd8, Yosys 0.63+post, stock flow scripts
make -C /OpenROAD-flow-scripts/flow DESIGN_CONFIG=/design/flow/config.mk WORK_HOME=/design/flow/orfs finish
```
`design/flow/constraint.sdc`:
```
current_design vram_pts_inf

set clk_period 3.5
set clk_io_pct 0.2

create_clock -name clk0 -period $clk_period [get_ports {clk}]

set non_clock_inputs [all_inputs -no_clocks]
set_input_delay [expr $clk_period * $clk_io_pct] -clock clk0 $non_clock_inputs
set_output_delay [expr $clk_period * $clk_io_pct] -clock clk0 [all_outputs]
```
`design/flow/config.mk`:
```
export PLATFORM = sky130hd
export DESIGN_NAME = vram_pts_inf
export DESIGN_NICKNAME = vram_pts_inf
export VERILOG_FILES = /design/flow/design.v
export SDC_FILE = /design/flow/constraint.sdc
export NUM_CORES = 4
export LEC_CHECK = 1
export CORE_UTILIZATION = 40
```
==> flow_metrics.tcl <==
# flow metrics
set metrics [dict create \
    p_total_mw 3.25 \
    grt_pass1_vias 4431 \
    clkLatencyLatePin_ns 0.35 \
    gr-total-overflow 0 \
    edf_count 0 \
    vias_per_cell 5.72 \
    report.final.slew_viol_count 0 \
    die_width_um 119 \
    reg2reg_to "rd_adr_r[0]$_DFFE_PN1P_" \
    htreeDepth 3 \
    critPathTopFamily "simple AND/OR/NAND/NOR gates" \
    fillerInstances 1186 \
    post_cts_buffers 0 \
    die-area_um2 14200 \
    holdBufCountCts 0 \
    num_rows 42 \
    syn_to_final_growth_pct 28.8 \
    maxCapViolCount 0 \
    path_buffers 1 \
    finalCritPeriodShare_pct 89.7 \
    slowest_stage "dfrtp_1" \
    warning_count 53 \
    routed_wl_mm 15.4 \
    async_flop_share_pct 100 \
    cp.required_ns 3.78 \
    crit_path_max_fanout 17 \
    cts-root-buf "clkbuf_16" \
    fmax_ghz 0.319 \
    post-route-min-period_ns 3.14 \
    coreArea_um2 13300 \
    holdPathStages 0 \
    num_io_pins 132 \
    ys_warn_count 3 \
    n_antenna_cell 0 \
    drive_above_1_share_pct 23.0 \
    cts_tree "yes" \
    min_from "sft_rd_en[0]$_DFF_PN0_" \
    finalSetupViolations 0 \
    gp_congestion 0.949 \
    netlist_area_um2 5480 \
    hold_path_class "flip-flop to flip-flop" \
    cp_data_arrival_time_ns 3.42 \
    regToRegSetupSlack_ns 0.36 \
    status "finished clean" \
    skew_ns 0.00794 \
    flop_cell "dfrtp_1" \
    drtIter0Drc 326 \
    p_leak_nw 2.78 \
    path_clk_slew_ns 0.07 \
    clockBufferDepth 2 \
    cts_sinks 111 \
    path_cells "buf_4, nor2_1, nand2_1, o21ai_0, a221o_1, or3_1, or4_1, o32a_1" \
    relSlewSlack_pct 47.1 \
    synth_flops 111 \
    cts_buffers 9 \
    worstMarginPinSlew_ns 0.785 \
    holdPathEnd "sft_rd_en[1]$_DFF_PN0_" \
    grt.total_usage_pct 23.7 \
    antenna_found_initial 0 \
    setup.worst_path.start_class "flip-flop" \
    layout_setup_ws_ns 0.362 \
    cpPeakStageDelay_ns 0.82 \
    ys_types 70 \
    ir_worst_vdd_mv 0.322 \
    seq_area_frac_synth_pct 50.7 \
    wl_per_cell_um 19.8 \
    synth_cells 492 \
    reg2reg_depth 8 \
    first_pass_iters 5 \
    synth_area_per_cell_um2 11.1 \
    grt_pass1_wl_mm 24.8 \
    cts-resized-gates 0 \
    preCtsSetupSlack_ns 0.446 \
    hpwl_mm 11.3 \
    powerDensity_nw_per_um2 459 \
    drc 0 \
    path_class "flip-flop to flip-flop" \
    tns_ns 0 \
    cp-end-kind "flip-flop" \
    worst_r2r_startpoint "sft_adr[5]$_DFF_PN0_" \
    port_buffers 103 \
    hold_viol_final 0 \
    ant_nets 0 \
    fp-utilization_pct 41.2 \
    fp.dieH_um 119 \
    ys_cells 492 \
    vias 4431 \
    grt_max_degree 52 \
    rsz0062_at_grt "false" \
    yosys-stat-area_um2 5480 \
]
## registers in the layout (all words and copies together), names as in the netlist
name       count
lt_rd_dt      80
rd_adr_lt      6
rd_adr_r       6
sft_adr       13
sft_en         4
sft_rd_en      2
## power by group
part           internal [mW]  total [mW]  switching [mW]  leakage [nW]
combinational          0.376       0.630           0.255          1.35
clock                  0.578        1.03           0.457         0.153
sequential              1.47        1.58           0.109          1.27
## cell usage after synthesis (4+ instances only)
| master | n | area share, % |
|---|---|---|
| dfrtp_1 | 109 | 50 |
| mux2_2 | 80 | 16 |
| nor2_1 | 27 | 1.8 |
| o21ai_0 | 27 | 2.5 |
| clkbuf_1 | 23 | 1.6 |
| nand2_1 | 23 | 1.6 |
| a21oi_1 | 19 | 1.7 |
| nand3_1 | 18 | 1.6 |
| nor3_1 | 13 | 1.2 |
| buf_2 | 11 | 1.0 |
| nand4_1 | 10 | 1.1 |
| a31oi_1 | 7 | 0.80 |
| nand2b_1 | 7 | 0.80 |
| nor4_1 | 7 | 0.80 |
| a211oi_1 | 5 | 0.68 |
| and2_1 | 5 | 0.57 |
| o31ai_1 | 5 | 0.68 |
| or4_1 | 5 | 0.68 |
| xor2_1 | 5 | 0.80 |
| a311oi_1 | 4 | 0.64 |
| and3_1 | 4 | 0.46 |
## worst max-delay path by stage
stage,cells past startpoint,from,slack [ns],end
5_1_grt,7,sft_adr[12]$_DFF_PN0_,0.27,rd_adr_r[0]$_DFFE_PN1P_
4_1_cts,7,sft_adr[12]$_DFF_PN0_,0.43,rd_adr_r[0]$_DFFE_PN1P_
6_report,8,sft_adr[5]$_DFF_PN0_,0.36,rd_adr_r[0]$_DFFE_PN1P_
## per-stage QoR
step	instances	area (um2)	util, %	hold slack (ns)
6_report	775	7060	53.1	0.363
5_1_grt	775	7060	53.1	0.383
4_1_cts	775	7060	53.1	0.370
3_5_place_dp	759	6760	50.8	0.352
3_3_place_gp	759	6760	50.8	0.338
2_1_floorplan	492	5480	-	0.331
## placed cells by master, fill, tap and decap left out, types with 3 or more instances in the layout
cell type,Yosys,routed
dfrtp_1,109,108
clkdlybuf4s50_1,0,102
mux2_2,80,80
nor2_1,27,27
o21ai_0,27,27
buf_4,0,27
nand2_1,23,23
a21oi_1,19,19
nand3_1,18,18
nor3_1,13,13
nand4_1,10,10
clkbuf_16,0,9
nor4_1,7,7
nand2b_1,7,7
a31oi_1,7,7
and2_1,5,5
xor2_1,5,5
a211oi_1,5,5
o31ai_1,5,5
or4_1,5,5
and3_1,4,4
a311oi_1,4,4
o21a_1,3,3
or2_2,3,3
a21o_1,3,3
o32ai_1,3,3
o32a_1,3,3
o211ai_1,3,3
## area by class of cell
cell class / count / area [um2] / share of cell area, %
clock buffer: 10 / 239 / 3.38
clock inverter: 6 / 66.3 / 0.939
inverter: 3 / 11.3 / 0.159
multi-input combinational: 340 / 2520 / 35.7
sequential: 111 / 2780 / 39.4
tap: 176 / 220 / 3.12
timing repair buffer: 129 / 1220 / 17.3
## metal layers
metal / GRT usage [%] / routed length [um] / part of all wire (%) / vias to the layer above
met1: 37.9 / 6940 / 45 / 2158
met4: 3.32 / 205 / 1.3 / 0
met5: 0 / 0 / 0 / -
li1: - / - / - / 2033
met2: 34.4 / 6910 / 45 / 222
met3: 5.77 / 1310 / 8.5 / 18
## worst reg2reg max path: stages (launching register included)
cell and delay (ns):
dfrtp_1 0.82, buf_4 0.29, nor2_1 0.09, nand2_1 0.12, o21ai_0 0.10, a221o_1 0.40, or3_1 0.39, or4_1 0.56
o32a_1 0.31
## cells by family after synthesis
kind of cell           Yosys count  synth area share, %
buffers and inverters           41                 3.29
flip-flops                     111                 50.7
AND/OR/NAND/NOR                143                 14.9
AND-OR/OR-AND                  107                 13.0
XOR/XNOR                         7                 1.12
multiplexers                    83                 17.0
No activity file was given, so power comes from the tool's default toggle rates.
